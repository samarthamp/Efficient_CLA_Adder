**config.mk**
```make
export PLATFORM = sky130hd
export DESIGN_NAME = cla_4_bit
export DESIGN_NICKNAME = cla_4_bit
export VERILOG_FILES = /design/flow/design.v
export SDC_FILE = /design/flow/constraint.sdc
export NUM_CORES = 4
export LEC_CHECK = 1
export CORE_AREA = 10 10 82 82
export DIE_AREA = 0 0 92 92
```
**constraint.sdc**
```tcl
current_design cla_4_bit

set clk_period 3.3
set clk_io_pct 0.2

create_clock -name clk0 -period $clk_period [get_ports {clk}]

set non_clock_inputs [all_inputs -no_clocks]
set_input_delay [expr $clk_period * $clk_io_pct] -clock clk0 $non_clock_inputs
set_output_delay [expr $clk_period * $clk_io_pct] -clock clk0 [all_outputs]
```
**design.v**
```verilog
module cla_4_bit(
    input [3:0] A, B, 
    input C0,
    input clk,
    input reset,
    output [3:0] S,
    output Cout
);
wire [3:0] A_after, B_after, S_before;
wire Cout_before, C0_after;
wire [3:0] P_bar, G_bar;
wire P_out_bar, G_out_bar;
D_flipflop ff_A0 (.d(A[0]), .clk(clk), .reset(reset), .q(A_after[0]));
D_flipflop ff_A1 (.d(A[1]), .clk(clk), .reset(reset), .q(A_after[1]));
D_flipflop ff_A2 (.d(A[2]), .clk(clk), .reset(reset), .q(A_after[2]));
D_flipflop ff_A3 (.d(A[3]), .clk(clk), .reset(reset), .q(A_after[3]));
D_flipflop ff_B0 (.d(B[0]), .clk(clk), .reset(reset), .q(B_after[0]));
D_flipflop ff_B1 (.d(B[1]), .clk(clk), .reset(reset), .q(B_after[1]));
D_flipflop ff_B2 (.d(B[2]), .clk(clk), .reset(reset), .q(B_after[2]));
D_flipflop ff_B3 (.d(B[3]), .clk(clk), .reset(reset), .q(B_after[3]));
D_flipflop ff_C0 (.d(C0), .clk(clk), .reset(reset), .q(C0_after));
D_flipflop ff_S0 (.d(S_before[0]), .clk(clk), .reset(reset), .q(S[0]));
D_flipflop ff_S1 (.d(S_before[1]), .clk(clk), .reset(reset), .q(S[1]));
D_flipflop ff_S2 (.d(S_before[2]), .clk(clk), .reset(reset), .q(S[2]));
D_flipflop ff_S3 (.d(S_before[3]), .clk(clk), .reset(reset), .q(S[3]));
D_flipflop ff_Cout (.d(Cout_before), .clk(clk), .reset(reset), .q(Cout));
cla_4_bit_logic u_cla_4_bit_logic (
    .A(A_after), .B(B_after), .C0(C0_after),
    .S(S_before), .Cout(Cout_before),
    .P_bar(P_bar), .G_bar(G_bar),
    .P_out_bar(P_out_bar), .G_out_bar(G_out_bar)
);
endmodule
module cla_4_bit_logic(
    input [3:0] A, B,
    input C0,
    output [3:0] S,
    output Cout,
    output [3:0] P_bar, G_bar,
    output P_out_bar, G_out_bar
);
wire node01, node11, node21, node31;
wire node02, node12, node22, node32;
wire node03, node13, node23, node33;
wire node14, node24, node34;
wire node15, node25, node35, node36;
not_gate u_not1 (.in(C0), .out(C0_bar));
xor_gate u_xor4 (.a(A[0]), .b(B[0]), .out(node01));
xor_gate u_xor3 (.a(A[1]), .b(B[1]), .out(node11));
xor_gate u_xor2 (.a(A[2]), .b(B[2]), .out(node21));
xor_gate u_xor1 (.a(A[3]), .b(B[3]), .out(node31));
nor_gate u_nor4 (.a(A[0]), .b(B[0]), .out(P_bar[0]));
nor_gate u_nor3 (.a(A[1]), .b(B[1]), .out(P_bar[1]));
nor_gate u_nor2 (.a(A[2]), .b(B[2]), .out(P_bar[2]));
nor_gate u_nor1 (.a(A[3]), .b(B[3]), .out(P_bar[3]));
nand_gate u_nand4 (.a(A[0]), .b(B[0]), .out(G_bar[0]));
nand_gate u_nand3 (.a(A[1]), .b(B[1]), .out(G_bar[1]));
nand_gate u_nand2 (.a(A[2]), .b(B[2]), .out(G_bar[2]));
nand_gate u_nand1 (.a(A[3]), .b(B[3]), .out(G_bar[3]));
or_gate u_or4 (.a(C0_bar), .b(P_bar[0]), .out(node02));
or_gate u_or3 (.a(G_bar[0]), .b(P_bar[1]), .out(node12));
or_gate u_or2 (.a(G_bar[1]), .b(P_bar[2]), .out(node22));
or_gate u_or1 (.a(G_bar[2]), .b(P_bar[3]), .out(node32));
nand_gate u_nand8 (.a(node02), .b(G_bar[0]), .out(node03));
nand_gate u_nand7 (.a(node12), .b(G_bar[1]), .out(node13));
nand_gate u_nand6 (.a(node22), .b(G_bar[2]), .out(node23));
nand_gate u_nand5 (.a(node32), .b(G_bar[3]), .out(node33));
nor_gate u_nor7 (.a(P_bar[1]), .b(P_bar[0]), .out(node14));
nor_gate u_nor6 (.a(P_bar[2]), .b(P_bar[1]), .out(node24));
nor_gate u_nor5 (.a(P_bar[3]), .b(P_bar[2]), .out(node34));
and_gate u_and3 (.a(node14), .b(C0), .out(node15));
and_gate u_and2 (.a(node24), .b(node03), .out(node25));
and_gate u_and1 (.a(node34), .b(node13), .out(node35));
or_gate u_or6 (.a(node13), .b(node15), .out(node16));
or_gate u_or5 (.a(node23), .b(node25), .out(node26));
nor_gate u_nor8 (.a(node33), .b(node35), .out(G_out_bar));
nand_gate u_nand9 (.a(node34), .b(node14), .out(P_out_bar));
or_gate u_or7 (.a(C0_bar), .b(P_out_bar), .out(node36));
nand_gate u_nand10 (.a(node36), .b(G_out_bar), .out(Cout));
xor_gate u_xor8 (.a(C0), .b(node01), .out(S[0]));
xor_gate u_xor7 (.a(node03), .b(node11), .out(S[1]));
xor_gate u_xor6 (.a(node16), .b(node21), .out(S[2]));
xor_gate u_xor5 (.a(node26), .b(node31), .out(S[3]));
endmodule
module D_flipflop(input d, input clk, input reset, output reg q);
    always @(posedge clk or posedge reset)
    begin
        if (reset)
            q <= 1'b0;
        else
            q <= d;
    end
endmodule
module not_gate(input in, output out);
    assign out = ~in;
endmodule
module xor_gate(input a, b, output out);
    assign out = a ^ b;
endmodule
module nor_gate(input a, b, output out);
    assign out = ~(a | b);
endmodule
module nand_gate(input a, b, output out);
    assign out = ~(a & b);
endmodule
module or_gate(input a, b, output out);
    assign out = a | b;
endmodule
module and_gate(input a, b, output out);
    assign out = a & b;
endmodule
```
**run.sh**
```bash
#!/bin/bash
# OpenROAD 26Q1-2900-gdf79404cd8, Yosys 0.63+post, stock flow scripts
make -C /OpenROAD-flow-scripts/flow DESIGN_CONFIG=/design/flow/config.mk WORK_HOME=/design/flow/orfs finish
```
==> notes.md <==
Clocking
- 2 — clock buffer depth
- 0 — Post-CTS Resized
- 14 — clk sink count
- 3 — number of buffers inserted during clock tree synthesis
- 1 — CTS H-Tree Depth
- 0 — Post CTS Setup Buffer Count
- 0 — number of hold buffers added after cts
- 240 ps — clock network latency to the later pin of the worst-skew pair
- clkbuf_8 — root cell of the clock tree
- 60 ps — clock slew at the register clock pins of the worst setup and hold paths
- yes — CTS tree

GRT
- 2.06% — met3 global-route usage
- 1.84 mm — first-pass GRT wire length
- 0 — overall overflow remaining after global route
- 409 — via count of the first global-routing pass
- 3.29% — met1 capacity usage during global routing
- 2.72% — GRT Util Overall
- met2 — Top Usage Layer GRT
- 3.88% — met2 track utilization from global routing
- 15 — pin count of the biggest net entering global routing
- 0 — number of antenna violations at the first check in global routing

Pwr
- 0.000407 uW — P_leak
- 417 uW — total power after layout
- 0.175 mV — worst ir drop on vdd
- 468 mW/mm^2 — power per cell area

STA
- 64.1% — worst-case headroom to the max-slew limit
- 0 — Final Slew Violations
- 537 ps — transition time at the pin with the least slew margin
- 0 — # setup viols final
- 52.0% — post-route fraction of the period consumed by the critical path
- 620 ps — minimum hold slack
- 0 — final number of hold-violating endpoints
- 0 ps — final setup TNS
- 1720 ps — final critical delay including setup and external delays
- 1580 ps — worst path setup slack after routing
- 2.41 ps — Post-Route Skew
- 582 MHz — Max Fclk
- false — unrepaired setup endpoints after global routing

Logic synthesis
- dfrtp_1, inv_1, ha_1 — leading post-synthesis cells by instance count
- 629 um^2 — post-synth design cell area
- 0 — post-synth tally of flip-flops with integrated enable
- 629 um^2 — yosys synthesis chip area
- dfrtp_1 — area leader, netlist
- 55.7% — area fraction of the dominant cell type after synthesis
- 100% — post-synthesis async set-or-reset flop share
- 50 — Post-Syn Instances
- 12 — number of distinct library cells after synthesis
- 14 — Synth Register Bits
- 50 — # Cells Yosys
- dfrtp_1, ha_1, inv_1 — ranking of synthesized cells by area
- 4 — number of warnings reported in the yosys synthesis log
- dfrtp_1 — post-synthesis cell type with the largest instance count
- 12.6 um^2 — per-instance average area after synthesis
- 55.7% — sequential-to-total area share from yosys stat
- dfrtp_1 — most instantiated flip-flop cell in the synthesis netlist

Finish
- 41.7% — layout overhead on the synthesized area
- 9.23% — layout cells sized above 1

Floorplan
- 0.00846 mm^2 — Die Size
- 26 — number of core rows
- 16 — I/O pin cnt
- 92 um — height of the die
- 12.4% — Initial Utilization
- 92 um — horizontal die size
- 0.00507 mm^2 — Core Box Area

Route
- 0 — diode insertion count for antenna repair
- 1.06 mm — total wirelength of the detailed-routed design
- 0 — DRC violation count after routing
- 342 — via total after detailed routing
- 2.53 — Via-to-Cell Ratio
- 7.87 um — average wire per standard cell
- 2 — length of the first detailed-routing pass in iterations
- 0 — count of nets left with antenna violations after detail routing
- 20 — number of DRC markers in iteration 0

Worst setup path
- 1 — Buffers & Inverters on Critical Path
- 1 — worst-path fanout max
- 1060 ps — worst path arrival time
- output pin — endpoint type of the worst setup path
- clkdlybuf4s50_1 — critical-path cell list
- register — startpoint types
- 470 ps — maximum cell stage delay along the critical path
- clkdlybuf4s50_1 — slowest CP cell
- 2640 ps — Worst Path Required
- buffers and inverters — cell class contributing the biggest share of worst-path delay
- register to output pin — critical path start-end classification

Placement
- 15 — IO buf count
- 0.727 — Routability Congestion
- 904 um — HPWL after detailed placement
- 1840 ps — worst slack at placement

Job
- 30 — Log Warnings
- 0 — # Max-Cap Violations

Status
- completed — outcome

Min path
- register to register — worst hold-check path type

[per-layer routing]
layer,wire length (um),vias up
met3,121,2
li1,-,173
met1,516,152
met4,10,0
met5,0,-
met2,413,15
[cell families (layout without fill, tap and decap cells)]
kind of cell,count (synthesis),after routing,synth area share (%)
buf+inv,17,32,12.5
flops,14,14,55.7
compound gates,4,4,3.98
simple gates,3,3,4.57
fa+ha+maj,9,9,19.1
xor+xnor,3,3,4.18
[cell type report]
class	count	area, um^2
inverters	13	48.8
well taps	70	87.6
fillers	569	4180
flip-flops and latches	14	350
repair buffers	15	150
clock buffers	4	55.1
multi-input cells	19	200
[path summary, 6_finish.rpt]
path                              startpoint                  end  slack, ps  cells after the start
max reg2reg                ff_C0.q$_DFF_PP0_    ff_S3.q$_DFF_PP0_       1930                      5
min                        ff_B3.q$_DFF_PP0_  ff_Cout.q$_DFF_PP0_        620                      3
min reg2reg                ff_B3.q$_DFF_PP0_  ff_Cout.q$_DFF_PP0_        620                      3
max in group asynchronous              reset    ff_B1.q$_DFF_PP0_       2180                      2
max                        ff_S3.q$_DFF_PP0_                 S[3]       1580                      1
min in group asynchronous              reset  ff_Cout.q$_DFF_PP0_        760                      2
[sequential cells by signal, indices dropped and copies added, names as in the netlist]
signal and cells:
ff_S1.q 1, ff_C0.q 1, ff_S0.q 1, ff_A1.q 1, ff_A0.q 1, ff_B0.q 1
ff_B1.q 1, ff_Cout.q 1, ff_A2.q 1, ff_S2.q 1, ff_B2.q 1, ff_A3.q 1
ff_S3.q 1, ff_B3.q 1
[cell usage in the layout, fill, tap and decap left out]
master / n
fa_1: 1
ha_1: 8
o31ai_1: 1
o21bai_1: 1
nor3_2: 1
nor3b_2: 1
nor2b_1: 1
dfrtp_1: 14
clkbuf_8: 4
xnor2_1: 3
clkdlybuf4s50_1: 15
inv_1: 13
a21oi_1: 2
[where the power goes]
part | internal, uW | total [uW] | switching [uW]
Clock | 105 | 162 | 56.4
Combinational | 40.5 | 61.4 | 20.9
Sequential | 188 | 194 | 6.25
[metrics by stage]
| step | utilization [%] | cell area, um^2 | instances |
|---|---|---|---|
| floorplan | - | 629 | 50 |
| global route | 17.6 | 892 | 135 |
| CTS | 17.6 | 892 | 135 |
| global placement | 16.5 | 837 | 131 |
| finish | 17.6 | 892 | 135 |
| detailed placement | 16.5 | 837 | 131 |
Power figures rest on the tool's default switching activity, not on a simulated workload.
